<file path="./config.mk">
export PLATFORM = sky130hd
export DESIGN_NAME = maxpool2x2_bin
export DESIGN_NICKNAME = maxpool2x2_bin
export VERILOG_FILES = /design/flow/design.v
export SDC_FILE = /design/flow/constraint.sdc
export NUM_CORES = 4
export LEC_CHECK = 1
export CORE_UTILIZATION = 50
</file>
<file path="./constraint.sdc">
current_design maxpool2x2_bin

set clk_period 8.8
set clk_io_pct 0.2

create_clock -name clk0 -period $clk_period [get_ports {clk}]

set non_clock_inputs [all_inputs -no_clocks]
set_input_delay [expr $clk_period * $clk_io_pct] -clock clk0 $non_clock_inputs
set_output_delay [expr $clk_period * $clk_io_pct] -clock clk0 [all_outputs]
</file>
<file path="./design.v">
`timescale 1ns / 1ps
module maxpool2x2_bin #(
    parameter IN_WIDTH  = 26,
    parameter IN_HEIGHT = 26
)(
    input  wire clk,
    input  wire reset,
    input  wire valid_in,
    input  wire pixel_in,
    output reg  pixel_out,
    output reg  valid_out
);
    reg linebuf [0:IN_WIDTH-1];
    integer row_count;
    integer col_count;
    reg top_left, top_right, bottom_left, bottom_right;
    integer i;
    always @(posedge clk) begin
        if (reset) begin
            row_count  <= 0;
            col_count  <= 0;
            pixel_out  <= 0;
            valid_out  <= 0;
            for (i = 0; i < IN_WIDTH; i=i+1)
                linebuf[i] <= 0;
        end else if (valid_in) begin
            top_left     <= linebuf[col_count];
            top_right    <= linebuf[col_count+1];
            bottom_left  <= pixel_in;
            bottom_right <= pixel_in;
            linebuf[col_count] <= pixel_in;
            if ((row_count % 2 == 1) && (col_count % 2 == 1)) begin
                pixel_out <= top_left | top_right | bottom_left | bottom_right;
                valid_out <= 1'b1;
            end else begin
                valid_out <= 0;
            end
            if (col_count == IN_WIDTH-1) begin
                col_count <= 0;
                row_count <= row_count + 1;
            end else begin
                col_count <= col_count + 1;
            end
        end else begin
            valid_out <= 0;
        end
    end
endmodule
</file>
<file path="./run.sh">
#!/bin/bash
# OpenROAD 26Q1-2900-gdf79404cd8, Yosys 0.63+post, stock flow scripts
make -C /OpenROAD-flow-scripts/flow DESIGN_CONFIG=/design/flow/config.mk WORK_HOME=/design/flow/orfs finish
</file>
==> impl_metrics.json <==
{
  "run_status": "finished, final reports clean",
  "period_minus_slack_ns": 4.078,
  "max_slew_margin_pct": 53.43,
  "cts_tree": "done",
  "vias": 4107,
  "cts_setup_buffers": 0,
  "synth_flops": 101,
  "antenna_found_initial": 0,
  "drv_slew": 0,
  "nFillCells": 914,
  "h-tree-depth": 3,
  "coreArea_um2": 10370,
  "grt_overflow": 0,
  "crit_path_cell_trace": "clkdlybuf4s50_1, nand3_1, or4_1, or4_1, a21oi_1",
  "synth.cell_area_um2": 5386,
  "grt_pass1_vias": 3749,
  "synth_warnings": 1,
  "min_period_over_period_pct": 46.34,
  "cts_buffers": 9,
  "numPortBuffers": 5,
  "clk_latency_ns": 0.38,
  "largest_area_cell": "dfxtp_1",
  "gp_congestion": 0.8327,
  "async_reset_ff_share_pct": 0,
  "drt_iter0_markers": 299,
  "cp.arrival_ns": 4.39,
  "cpMaxStageDelayCell": "or4_1",
  "tns_ns": 0,
  "top_cell_area_share_pct": 24.53,
  "die_h_um": 105.8,
  "areaGrowthSynthToFinish_pct": 5.668,
  "hold_class": "register to register",
  "route.detailed.drc": 0,
  "yosysCellCount": 556,
  "max_clock_freq_ghz": 0.2452,
  "dieArea_um2": 11190,
  "rsz0062_at_grt": "no",
  "finalHoldViolations": 0,
  "netlist_instances": 556,
  "power_density_nw_per_um2": 150.7,
  "comb_area_um2": 2805,
  "grt_max_degree": 68,
  "drive_gt1_share_pct": 10.81,
  "ctsResizeCount": 0,
  "grt_pass1_wl_um": 18670,
  "common_cells": "nor2_1 (84), dfxtp_1 (66), edfxtp_1 (35), clkbuf_1 (28), xnor2_1 (28)",
  "synth-main-ff-cell": "dfxtp_1",
  "crit_type": "input port to register",
  "end_kind": "register",
  "clk_path_buf_depth": 2,
  "drtAntennaViolNets": 0,
  "synth.avg_cell_area_um2": 9.688,
  "synth_cell_types": 46,
  "die-width_um": 105.8,
  "ys_seq_share_pct": 44.04,
  "critPathLaunchType": "input port",
  "max_stage_delay_ns": 0.88,
  "core_util_floorplan_pct": 51.94,
  "crit_buf_inv": 1,
  "grtUsageTotal_pct": 22.22,
  "required_ns": 9.11,
  "edf_count": 35,
  "crit_fanout": 19,
  "wl_per_cell_um": 16.70,
  "top_cell": "nor2_1",
  "ios": 6,
  "crit_family": "simple AND/OR/NAND/NOR gates",
  "regToRegSetupSlack_ns": 5.62,
  "worst_pin_slew_ns": 0.6972,
  "drtPass1Iterations": 4,
  "finalSetupViolCount": 0,
  "root_buffer": "clkbuf_8",
  "topCellsByArea": "dfxtp_1 (25%), edfxtp_1 (20%), mux4_2 (7.5%)",
  "hold_slack_ns": 0.4922,
  "antennaDiodeCount": 0,
  "final-seq-area_um2": 2372,
  "irDropWorstVdd_uv": 113.8,
  "clkTransAtPathRegs_ns": 0.10,
  "std_cell_rows": 37,
  "leakagePower_nw": 1.729,
  "finClkSkew_ns": 0.008828,
  "cap_viol_max_count": 0,
  "cpMostUsedCell": "or4_1",
  "dp_hpwl_um": 7417,
  "via_per_inst": 6.022,
  "clkSinkCount": 101,
  "warnings": 28,
  "cts-hold-fix-buffers": 0,
  "finalWirelength_um": 11390,
  "ys_chip_area_um2": 5386
}
[area by class of cell]
| type | count | area share (%) |
|---|---|---|
| multi-input cells | 401 | 49.29 |
| flip-flops and latches | 101 | 41.68 |
| well taps | 136 | 2.990 |
| clock buffers | 10 | 2.242 |
| repair buffers | 11 | 1.583 |
| inverters | 17 | 1.121 |
| clock inverters | 6 | 1.099 |
[cell usage in the layout, fill, tap and decap left out, types with 3 or more instances in the layout]
master,netlist,final
clkdlybuf4s50_1,0,4
xor2_1,8,8
o21bai_1,26,26
edfxtp_1,35,35
and3_1,6,6
o31ai_1,11,11
nand2_1,27,27
mux2i_1,5,5
mux2_2,6,6
xnor2_1,28,28
dfxtp_1,66,66
mux4_2,18,18
nor2_1,84,84
or4_1,14,14
clkbuf_8,0,9
nand4_1,19,19
nor4_1,18,18
a21oi_1,24,24
a31o_2,5,5
nor3_1,10,10
nand3_1,25,25
nand4b_1,5,5
nor2b_1,9,9
or3_1,3,3
and4_1,14,14
and2_1,3,3
nand3b_1,3,3
ha_1,5,5
o41ai_1,5,5
buf_4,0,6
inv_1,17,17
[sequential cells by signal (all words and copies together) (netlist names)]
| name | flops |
|---|---|
| bottom_right | 1 |
| col_count | 32 |
| linebuf | 32 |
| pixel_out | 1 |
| row_count | 32 |
| top_left | 1 |
| top_right | 1 |
| valid_out | 1 |
[report_power, final]
part / switching, mW / internal [mW]
clock: 0.165 / 0.132
combinational: 0.0341 / 0.0323
sequential: 0.00541 / 0.488
total: 0.205 / 0.653
[worst reg2reg max path: cells and delay by family (launching register included)]
family | cells | cell delay, ns
DFF | 1 | 0.75
adders and majority gates | 1 | 0.68
buffers and inverters | 1 | 0.15
muxes | 3 | 1.35
[path summary, 6_finish.rpt]
check / startpoint / end / cells past startpoint
setup / recovery: valid_in / row_count[17] / 5
hold / removal: row_count[9] / row_count[9] / 2
setup reg to reg: col_count[1] / top_right / 5
hold reg to reg: row_count[9] / row_count[9] / 2
[per-layer routing]
layer,share of wire [%],up-vias,track usage [%]
met5,0,-,0
met1,48,1974,35.86
li1,-,2030,-
met2,44,99,31.61
met4,0.48,0,1.389
met3,7.8,4,8.580
[per-stage QoR]
| stage | utilization [%] | setup WS (ns) | instances | cell area, um^2 | power [mW] |
|---|---|---|---|---|---|
| final | 54.89 | 4.722 | 682 | 5692 | 0.8576 |
| after global routing | 54.89 | 4.592 | 682 | 5692 | 0.8931 |
| after CTS | 54.89 | 4.734 | 682 | 5692 | 0.8656 |
| after detailed placement | 53.05 | 4.347 | 666 | 5502 | 0.5714 |
| after global placement | 53.05 | 4.384 | 666 | 5502 | 0.5708 |
| after floorplan | - | 5.436 | 556 | 5386 | 0.5554 |
[logic make-up after synthesis]
logic type	synth area share (%)
AND-OR/OR-AND	9.710
AND/OR/NAND/NOR	25.64
adder cells (fa/ha/maj)	1.161
XOR/XNOR	5.854
multiplexers	9.710
buffers and inverters	3.879
flip-flops	44.04
Power is estimated from default activity; no workload was simulated.
