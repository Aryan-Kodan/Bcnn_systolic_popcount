==> design/flow/design.v <==
`timescale 1ns / 1ps
module patch_extractor_28x28 #(
    parameter IMG_WIDTH   = 28,
    parameter IMG_HEIGHT  = 28,
    parameter KERNEL_SIZE = 3
)(
    input  wire clk,
    input  wire reset,
    input  wire pixel_in,
    input  wire valid_in,
    output reg  [KERNEL_SIZE*KERNEL_SIZE-1:0] patch_out,
    output reg  valid_out
);
    localparam PATCH_SIZE = KERNEL_SIZE*KERNEL_SIZE;
    reg [IMG_WIDTH-1:0] linebuf1;
    reg [IMG_WIDTH-1:0] linebuf2;
    integer col_count;
    integer row_count;
    reg [KERNEL_SIZE-1:0] window_row0;
    reg [KERNEL_SIZE-1:0] window_row1;
    reg [KERNEL_SIZE-1:0] window_row2;
    initial begin
        col_count = 0;
        row_count = 0;
    end
    always @(posedge clk) begin
        if (reset) begin
            linebuf1    <= 0;
            linebuf2    <= 0;
            col_count   <= 0;
            row_count   <= 0;
            window_row0 <= 0;
            window_row1 <= 0;
            window_row2 <= 0;
            patch_out   <= 0;
            valid_out   <= 0;
        end else if (valid_in) begin
            if (row_count >= 1)
                linebuf1[col_count] <= pixel_in;
            if (row_count >= 2)
                linebuf2[col_count] <= linebuf1[col_count];
            window_row0 <= {window_row0[KERNEL_SIZE-2:0], pixel_in};
            window_row1 <= {window_row1[KERNEL_SIZE-2:0], linebuf1[col_count]};
            window_row2 <= {window_row2[KERNEL_SIZE-2:0], linebuf2[col_count]};
            patch_out <= {window_row2, window_row1, window_row0};
            if (col_count == IMG_WIDTH-1) begin
                col_count <= 0;
                if (row_count != IMG_HEIGHT-1)
                    row_count <= row_count + 1;
            end else begin
                col_count <= col_count + 1;
            end
            if (row_count >= KERNEL_SIZE-1 && col_count >= KERNEL_SIZE-1)
                valid_out <= 1'b1;
            else
                valid_out <= 1'b0;
        end else begin
            valid_out <= 1'b0;
        end
    end
endmodule
`timescale 1ns / 1ps
module systolic_chain_3x3 #(
    parameter SUM_WIDTH = 4  
)(
    input  wire clk,
    input  wire reset,
    input  wire valid_in,
    input  wire [8:0] patch_bits,    
    input  wire [8:0] weight_bits,   
    output wire [SUM_WIDTH-1:0] popcount,  
    output wire valid_out
);
    wire [SUM_WIDTH-1:0] psum [0:9];
    wire [9:0] vld;
    assign psum[0] = {SUM_WIDTH{1'b0}};  
    assign vld[0]  = valid_in;
    genvar i;
    generate
        for (i = 0; i < 9; i = i + 1) begin : PE_CHAIN
            systolic_pe #(.SUM_WIDTH(SUM_WIDTH)) pe_inst (
                .clk(clk),
                .reset(reset),
                .valid_in(vld[i]),
                .in_bit(patch_bits[i]),
                .weight_bit(weight_bits[i]),
                .partial_sum_in(psum[i]),
                .partial_sum_out(psum[i+1]),
                .valid_out(vld[i+1])
            );
        end
    endgenerate
    assign popcount = psum[9];  
    assign valid_out = vld[9];  
endmodule
`timescale 1ns / 1ps
module systolic_pe #(
    parameter SUM_WIDTH = 4  
)(
    input  wire clk,
    input  wire reset,
    input  wire valid_in,           
    input  wire in_bit,             
    input  wire weight_bit,         
    input  wire [SUM_WIDTH-1:0] partial_sum_in,  
    output reg  [SUM_WIDTH-1:0] partial_sum_out, 
    output reg  valid_out           
);
    wire xnor_bit;
    assign xnor_bit = ~(in_bit ^ weight_bit);
    always @(posedge clk) begin
        if (reset) begin
            partial_sum_out <= 0;
            valid_out       <= 0;
        end else begin
            if (valid_in) begin
                partial_sum_out <= partial_sum_in + xnor_bit;  
            end
            valid_out <= valid_in;  
        end
    end
endmodule
`timescale 1ns / 1ps
module bcnn_conv3x3_layer2 #(
    parameter IMG_WIDTH   = 13,
    parameter IMG_HEIGHT  = 13,
    parameter KERNEL_SIZE = 3,
    parameter SUM_WIDTH   = 4
)(
    input  wire clk,
    input  wire reset,
    input  wire pixel_in,
    input  wire valid_in,
    input  wire [KERNEL_SIZE*KERNEL_SIZE-1:0] weight_bits,
    output wire [SUM_WIDTH-1:0] popcount,
    output wire valid_out
);
    wire [KERNEL_SIZE*KERNEL_SIZE-1:0] patch_bits;
    wire patch_valid;
    patch_extractor_28x28 #(
        .IMG_WIDTH(IMG_WIDTH),
        .IMG_HEIGHT(IMG_HEIGHT),
        .KERNEL_SIZE(KERNEL_SIZE)
    ) patch_extractor_inst (
        .clk(clk),
        .reset(reset),
        .pixel_in(pixel_in),
        .valid_in(valid_in),
        .patch_out(patch_bits),
        .valid_out(patch_valid)
    );
    systolic_chain_3x3 #(
        .SUM_WIDTH(SUM_WIDTH)
    ) systolic_chain_inst (
        .clk(clk),
        .reset(reset),
        .valid_in(patch_valid),
        .patch_bits(patch_bits),
        .weight_bits(weight_bits),
        .popcount(popcount),
        .valid_out(valid_out)
    );
endmodule
==> design/flow/run.sh <==
#!/bin/bash
# OpenROAD 26Q1-2900-gdf79404cd8, Yosys 0.63+post, stock flow scripts
make -C /OpenROAD-flow-scripts/flow DESIGN_CONFIG=/design/flow/config.mk WORK_HOME=/design/flow/orfs finish
==> design/flow/config.mk <==
export PLATFORM = sky130hd
export DESIGN_NAME = bcnn_conv3x3_layer2
export DESIGN_NICKNAME = bcnn_conv3x3_layer2
export VERILOG_FILES = /design/flow/design.v
export SDC_FILE = /design/flow/constraint.sdc
export NUM_CORES = 4
export LEC_CHECK = 1
export CORE_UTILIZATION = 50
==> design/flow/constraint.sdc <==
current_design bcnn_conv3x3_layer2

set clk_period 8.4
set clk_io_pct 0.2

create_clock -name clk0 -period $clk_period [get_ports {clk}]

set non_clock_inputs [all_inputs -no_clocks]
set_input_delay [expr $clk_period * $clk_io_pct] -clock clk0 $non_clock_inputs
set_output_delay [expr $clk_period * $clk_io_pct] -clock clk0 [all_outputs]
==> impl_metrics.py <==
# Metrics from the implementation run
metrics = {
    "min_path": {
        "min_path_type": "register to register",
    },
    "synth": {
        "edf_count": 0,
        "yosys.cell_types.count": 67,
        "yosysTopAreaCellShare_pct": 36.1,
        "ys_ff": 142,
        "synth.avg_cell_area_um2": 8.52,
        "yosys_cells": 924,
        "async_reset_ff_share_pct": 0,
        "yosys_area_um2": 7870,
        "syn_area_um2": 7870,
        "ys_seq_share_pct": 36.1,
        "yosysWarnings": 3,
        "largest_area_cell": "dfxtp_1",
        "synth_cells": 924,
        "topCellsByArea": "dfxtp_1 36%, nor2_1 5.9%, xnor2_1 5.6%",
        "ys.flop_type": "dfxtp_1",
    },
    "timing": {
        "rsz0062_at_grt": "false",
        "finalMaxSlewViolations": 0,
        "setup_violations": 0,
        "finalHoldViolCount": 0,
        "finalCritPeriodShare_pct": 54.8,
        "slew-limit-headroom_pct": 39.4,
        "tightest_slew_ns": 0.900,
        "skew_ns": 0.0134,
        "setup_tns_ns": 0,
        "min_period_ns": 4.60,
        "fmax_mhz": 217,
    },
    "power": {
        "vdd_drop_max_uv": 144,
        "leakage_nw": 3.08,
        "p_per_area_nw_per_um2": 180,
    },
    "clocking": {
        "root_buffer": "clkbuf_16",
        "ctsLongestPathBuffers": 2,
        "post_cts_buffers": 0,
        "cts_made_buffers": 17,
        "cts_tree": "done",
        "clock_latency_ns": 0.42,
        "cts_resized": 0,
        "clock_sinks": 142,
        "cts-hold-fix-buffers": 0,
        "htree_num_levels": 4,
        "clk_pin_slew_worst_paths_ns": 0.06,
    },
    "grt": {
        "grt_pass1_vias": 6178,
        "grt_pass1_wl_um": 30800,
        "antenna_found_initial": 0,
        "grt_util_all_layers_pct": 24.1,
        "grt_max_degree": 57,
        "gr-total-overflow": 0,
    },
    "die": {
        "die_w_um": 127,
        "core_um2": 15300,
        "die-area_um2": 16300,
        "chipHeight_um": 127,
        "ioPinCount": 18,
        "fp-row-count": 45,
        "fp_util_pct": 51.6,
    },
    "finish": {
        "comb_area_um2": 4690,
        "fillers": 1336,
        "final_common_cell": "dfxtp_1",
        "layout_top_cells": "142 x dfxtp_1, 124 x nor2_1, 52 x nand2_1",
        "drive_above_1_share_pct": 7.73,
        "area_delta_synth_final_pct": 10.4,
        "seqCellArea_um2": 2840,
        "final_core_util_pct": 57.0,
    },
    "critical_path": {
        "critPathRequiredTime_ns": 8.71,
        "endpoint_kind": "register",
        "crit_type": "register to register",
        "path_max_fanout": 32,
        "arrival_ns": 4.91,
        "cp-start-kind": "register",
    },
    "place": {
        "place_congestion": 0.953,
        "dp_hpwl_um": 12700,
        "io_buffer_count": 17,
    },
    "route": {
        "vias": 6610,
        "finalWirelength_um": 18300,
        "viasPerCell": 5.85,
        "first_iter_violations": 553,
        "antenna_left": 0,
        "drt-pass1-iter-count": 6,
        "wl_per_cell_um": 16.2,
        "diodes": 0,
        "drc": 0,
    },
    "flow_run": {
        "maxCapViolations": 0,
        "tool_warnings": 32,
    },
    "run_status": {
        "status": "completed",
    },
}
-- power by group --
group | internal, mW | leakage [nW] | switching, mW
Combinational | 0.0588 | 1.67 | 0.102
Sequential | 0.675 | 1.14 | 0.00408
Clock | 0.417 | 0.270 | 0.310
-- flip-flops by register name, summed over array words and instances, names as in the netlist --
name,count
patch_extractor_inst.col_count,32
patch_extractor_inst.linebuf1,13
patch_extractor_inst.linebuf2,13
patch_extractor_inst.patch_out,6
patch_extractor_inst.row_count,32
patch_extractor_inst.valid_out,1
patch_extractor_inst.window_row0,2
patch_extractor_inst.window_row1,2
patch_extractor_inst.window_row2,2
systolic_chain_inst.PE_CHAIN.pe_inst.partial_sum_out,30
systolic_chain_inst.PE_CHAIN.pe_inst.valid_out,9
-- per-layer routing --
layer / wire length [um] / GRT usage (%) / vias up / part of all wire, %
li1: - / - / 3320 / -
met4: 267 / 2.80 / 0 / 1.5
met3: 857 / 3.58 / 27 / 4.7
met5: 0 / 0 / - / 0
met2: 8040 / 36.7 / 164 / 44
met1: 9100 / 38.5 / 3099 / 50
-- Yosys cell counts (5+ instances only) --
library cell	n
nor4_1	31
dfxtp_1	142
buf_1	7
o41ai_1	13
inv_1	21
a31oi_1	6
nand4_1	27
nand2_1	52
o21ai_0	17
mux2i_1	31
nor2b_1	14
buf_2	8
and4_1	9
mux4_2	7
o311ai_0	10
nand3_1	50
nor2_1	124
clkbuf_1	47
xnor2_1	50
o211ai_1	15
o21ai_1	6
o31ai_1	9
a21oi_1	18
and2_1	7
or4_1	5
a211oi_1	15
and3_1	14
or3_1	18
nor3_1	19
or2_2	6
xor2_1	44
ha_1	24
-- kinds of logic (layout without fill, tap and decap cells) --
| family | Yosys count | after routing | share of synthesized area [%] |
|---|---|---|---|
| muxes | 39 | 39 | 6.09 |
| DFF | 142 | 142 | 36.1 |
| buffers and inverters | 86 | 80 | 4.42 |
| AOI/OAI and AO/OA | 138 | 138 | 12.7 |
| and+or+nand+nor | 401 | 401 | 26.5 |
| adders and majority gates | 24 | 24 | 3.81 |
| xor gates and xnor gates | 94 | 94 | 10.5 |
-- stage by stage --
step | setup WS (ns) | hold slack (ns) | power (mW) | std cells | instance area (um^2)
2_1_floorplan | 4.74 | 0.432 | 0.812 | 924 | 7870
3_3_place_gp | 4.05 | 0.445 | 0.851 | 1097 | 8110
3_5_place_dp | 3.94 | 0.457 | 0.852 | 1097 | 8110
4_1_cts | 3.91 | 0.466 | 1.58 | 1129 | 8690
5_1_grt | 3.40 | 0.497 | 1.63 | 1129 | 8690
6_report | 3.80 | 0.462 | 1.57 | 1129 | 8690
-- final timing paths --
path                                 endpoint  slack, ns                               from  cells past startpoint
min reg2reg  patch_extractor_inst.linebuf1[0]       0.46   patch_extractor_inst.linebuf1[0]                      2
min          patch_extractor_inst.linebuf1[0]       0.46   patch_extractor_inst.linebuf1[0]                      2
max          patch_extractor_inst.linebuf2[3]       3.80  patch_extractor_inst.col_count[1]                     11
max reg2reg  patch_extractor_inst.linebuf2[3]       3.80  patch_extractor_inst.col_count[1]                     11
-- critical path, stage by stage (launching register included) --
cell	delay (ns)
dfxtp_1	0.52
inv_1	0.21
ha_1	0.50
nor3b_1	0.57
nand2_1	0.18
o311ai_0	0.33
nand4_1	0.14
a31oi_1	0.22
o211a_2	0.27
nand4_2	0.57
or4b_1	0.75
o31ai_1	0.23
-- final cells by class --
| class | count | share of cell area (%) |
|---|---|---|
| clock buffers | 17 | 4.89 |
| clock inverters | 15 | 1.78 |
| inverters | 21 | 0.907 |
| multi-input cells | 696 | 53.9 |
| flip-flops and latches | 142 | 32.7 |
| well taps | 211 | 3.04 |
| repair buffers | 27 | 2.76 |
Power and IR drop assume default switching activity.
