--- flow/design.v ---
`timescale 1ns / 1ps
module patch_extractor_28x28 #(
    parameter IMG_WIDTH   = 28,
    parameter IMG_HEIGHT  = 28,
    parameter KERNEL_SIZE = 3
)(
    input  wire clk,
    input  wire reset,
    input  wire pixel_in,
    input  wire valid_in,
    output reg  [KERNEL_SIZE*KERNEL_SIZE-1:0] patch_out,
    output reg  valid_out
);
    localparam PATCH_SIZE = KERNEL_SIZE*KERNEL_SIZE;
    reg [IMG_WIDTH-1:0] linebuf1;
    reg [IMG_WIDTH-1:0] linebuf2;
    integer col_count;
    integer row_count;
    reg [KERNEL_SIZE-1:0] window_row0;
    reg [KERNEL_SIZE-1:0] window_row1;
    reg [KERNEL_SIZE-1:0] window_row2;
    initial begin
        col_count = 0;
        row_count = 0;
    end
    always @(posedge clk) begin
        if (reset) begin
            linebuf1    <= 0;
            linebuf2    <= 0;
            col_count   <= 0;
            row_count   <= 0;
            window_row0 <= 0;
            window_row1 <= 0;
            window_row2 <= 0;
            patch_out   <= 0;
            valid_out   <= 0;
        end else if (valid_in) begin
            if (row_count >= 1)
                linebuf1[col_count] <= pixel_in;
            if (row_count >= 2)
                linebuf2[col_count] <= linebuf1[col_count];
            window_row0 <= {window_row0[KERNEL_SIZE-2:0], pixel_in};
            window_row1 <= {window_row1[KERNEL_SIZE-2:0], linebuf1[col_count]};
            window_row2 <= {window_row2[KERNEL_SIZE-2:0], linebuf2[col_count]};
            patch_out <= {window_row2, window_row1, window_row0};
            if (col_count == IMG_WIDTH-1) begin
                col_count <= 0;
                if (row_count != IMG_HEIGHT-1)
                    row_count <= row_count + 1;
            end else begin
                col_count <= col_count + 1;
            end
            if (row_count >= KERNEL_SIZE-1 && col_count >= KERNEL_SIZE-1)
                valid_out <= 1'b1;
            else
                valid_out <= 1'b0;
        end else begin
            valid_out <= 1'b0;
        end
    end
endmodule
`timescale 1ns / 1ps
module systolic_chain_3x3 #(
    parameter SUM_WIDTH = 4  
)(
    input  wire clk,
    input  wire reset,
    input  wire valid_in,
    input  wire [8:0] patch_bits,    
    input  wire [8:0] weight_bits,   
    output wire [SUM_WIDTH-1:0] popcount,  
    output wire valid_out
);
    wire [SUM_WIDTH-1:0] psum [0:9];
    wire [9:0] vld;
    assign psum[0] = {SUM_WIDTH{1'b0}};  
    assign vld[0]  = valid_in;
    genvar i;
    generate
        for (i = 0; i < 9; i = i + 1) begin : PE_CHAIN
            systolic_pe #(.SUM_WIDTH(SUM_WIDTH)) pe_inst (
                .clk(clk),
                .reset(reset),
                .valid_in(vld[i]),
                .in_bit(patch_bits[i]),
                .weight_bit(weight_bits[i]),
                .partial_sum_in(psum[i]),
                .partial_sum_out(psum[i+1]),
                .valid_out(vld[i+1])
            );
        end
    endgenerate
    assign popcount = psum[9];  
    assign valid_out = vld[9];  
endmodule
`timescale 1ns / 1ps
module systolic_pe #(
    parameter SUM_WIDTH = 4  
)(
    input  wire clk,
    input  wire reset,
    input  wire valid_in,           
    input  wire in_bit,             
    input  wire weight_bit,         
    input  wire [SUM_WIDTH-1:0] partial_sum_in,  
    output reg  [SUM_WIDTH-1:0] partial_sum_out, 
    output reg  valid_out           
);
    wire xnor_bit;
    assign xnor_bit = ~(in_bit ^ weight_bit);
    always @(posedge clk) begin
        if (reset) begin
            partial_sum_out <= 0;
            valid_out       <= 0;
        end else begin
            if (valid_in) begin
                partial_sum_out <= partial_sum_in + xnor_bit;  
            end
            valid_out <= valid_in;  
        end
    end
endmodule
`timescale 1ns / 1ps
module bcnn_conv3x3_top #(
    parameter IMG_WIDTH   = 28,
    parameter IMG_HEIGHT  = 28,
    parameter KERNEL_SIZE = 3,
    parameter SUM_WIDTH   = 4
)(
    input  wire clk,
    input  wire reset,
    input  wire pixel_in,
    input  wire valid_in,
    input  wire [KERNEL_SIZE*KERNEL_SIZE-1:0] weight_bits,
    output wire [SUM_WIDTH-1:0] popcount,
    output wire valid_out
);
    wire [KERNEL_SIZE*KERNEL_SIZE-1:0] patch_bits;
    wire patch_valid;
    patch_extractor_28x28 #(
        .IMG_WIDTH(IMG_WIDTH),
        .IMG_HEIGHT(IMG_HEIGHT),
        .KERNEL_SIZE(KERNEL_SIZE)
    ) patch_extractor_inst (
        .clk(clk),
        .reset(reset),
        .pixel_in(pixel_in),
        .valid_in(valid_in),
        .patch_out(patch_bits),
        .valid_out(patch_valid)
    );
    systolic_chain_3x3 #(
        .SUM_WIDTH(SUM_WIDTH)
    ) systolic_chain_inst (
        .clk(clk),
        .reset(reset),
        .valid_in(patch_valid),
        .patch_bits(patch_bits),
        .weight_bits(weight_bits),
        .popcount(popcount),
        .valid_out(valid_out)
    );
endmodule
--- flow/run.sh ---
#!/bin/bash
# OpenROAD 26Q1-2900-gdf79404cd8, Yosys 0.63+post, stock flow scripts
make -C /OpenROAD-flow-scripts/flow DESIGN_CONFIG=/design/flow/config.mk WORK_HOME=/design/flow/orfs finish
--- flow/config.mk ---
export PLATFORM = sky130hd
export DESIGN_NAME = bcnn_conv3x3_top
export DESIGN_NICKNAME = bcnn_conv3x3_top
export VERILOG_FILES = /design/flow/design.v
export SDC_FILE = /design/flow/constraint.sdc
export NUM_CORES = 4
export LEC_CHECK = 1
export CORE_UTILIZATION = 30
--- flow/constraint.sdc ---
current_design bcnn_conv3x3_top

set clk_period 7.7
set clk_io_pct 0.2

create_clock -name clk0 -period $clk_period [get_ports {clk}]

set non_clock_inputs [all_inputs -no_clocks]
set_input_delay [expr $clk_period * $clk_io_pct] -clock clk0 $non_clock_inputs
set_output_delay [expr $clk_period * $clk_io_pct] -clock clk0 [all_outputs]
==> out/results.txt <==
CTS tree = built
Commonest flop = dfxtp_1
Crit path max fanout = 19
Tool warnings = 30
Crit end category = register
Worst vdd ir = 150.2 uV
Clock sinks = 172
Chip Height = 180.4 um
Max-Cap Viols = 0
Final min period = 4464 ps
Final ANT Viol Nets = 0
Yosys stat cell total = 1109
Late-Pin Clk Latency = 430 ps
Total GRT Usage = 14.23%
Hold Buf Count CTS = 0
Clock slew at reported path FFs = 70 ps
CTS max path bufs = 2
Fin worst setup slack = 3236 ps
Register area share after synthesis = 36.07%
First-pass GRT wire length = 37510 um
Hold slack = 472.5 ps
Worst slew pin tran = 895.9 ps
Row count = 64
Ys flops = 172
Core utilization before placement = 30.89%
Pin count of the biggest net entering global routing = 83
Fillcell total = 3117
Die Wd = 180.4 um
Final std cells w/o fill = 1493
Top cell area share = 36.07%
Commonest cells post-synth = dfxtp_1 (172), nor2_1 (134), mux2i_1 (69), nand3_1 (61), clkbuf_1 (59)
Top cells by area = dfxtp_1 (36%), mux2i_1 (7.2%), nor2_1 (5.3%)
Critical Path AT = 4820 ps
Iter 0 DRT Violations = 641
Vias in the first global route = 7304
I/O pins = 18
EDFF count, synth = 0
Avg Cell Area, Syn = 8.608 um^2
Final Cell Area = 10600 um^2
Final Setup Violations = 0
Max-slew headroom = 39.72%
Pre-Repair DR Iteration Count = 7
Leak pwr = 3.653 nW
H-tree depth = 4
RSZ-0062 raised after global routing = false
Vias/cell = 5.263
Placed insts = 1461
Gate Count Post-Synth = 1109
Total setup buffers inserted after CTS = 0
Vias after detailed routing = 7858
Worst endpoint required time = 8060 ps
# DRC = 0
WS Path Type = register to register
Yosys cell types = 66
Count leader, synth = dfxtp_1
Final wirelength = 22170 um
Period utilization = 57.98%
Placed cell area = 10020 um^2
Post-synth top area cell = dfxtp_1
Layout cells sized above 1 = 8.751%
CP startpoint kind = register
PnR Total Power = 1.937 mW
Final Core Density = 34.30%
Core area = 30910 um^2
Area reported by Yosys stat = 9547 um^2
DIE AREA = 32540 um^2
Gpl congestion = 0.8774
Ys Warns = 3
CTS root buf = clkbuf_16
DP HPWL = 15140 um
Hold Crit Class = register to register
Grt ovf = 0
Antenna diodes = 0
Fin Setup TNS = 0 ps
Area grow syn2layout = 11.05%
Worst Skew = 11.42 ps
Status = finished clean
Post-synth design cell area = 9547 um^2
Slew Limit Fails = 0
Pwr/cell area = 182.8 nW/um^2
Worst slack, placed = 2953 ps
Routed wire per std cell = 14.85 um
Final Hold Vio Count = 0
PostCTS Resize Cnt = 0
Max Clk Rate = 224.0 MHz
Initial antenna violation count = 0
Num CTS Buffers = 17
Async S/R FF share, synth = 0%
IO buf count = 17
[logic make-up (layout without fill, tap and decap cells)]
family                   count (synthesis)  in the layout  synth area share (%)
multiplexers                            85             85                 11.01
flip-flops                             172            172                 36.07
AND/OR/NAND/NOR                        500            500                 28.01
AND-OR/OR-AND                          155            155                 10.85
XOR/XNOR                                75             75                 6.881
adder cells (fa/ha/maj)                 22             22                 2.883
buffers and inverters                  100             88                 4.299
[flip-flops by register name (all words and copies together) (netlist names)]
name                                                  cells
patch_extractor_inst.patch_out                            6
patch_extractor_inst.window_row2                          2
patch_extractor_inst.col_count                           32
patch_extractor_inst.window_row0                          2
patch_extractor_inst.linebuf2                            28
systolic_chain_inst.PE_CHAIN.pe_inst.valid_out            9
patch_extractor_inst.window_row1                          2
patch_extractor_inst.valid_out                            1
systolic_chain_inst.PE_CHAIN.pe_inst.partial_sum_out     30
patch_extractor_inst.row_count                           32
patch_extractor_inst.linebuf1                            28
[layout by cell type, fill, tap and decap left out, types with 17 or more instances in the layout]
cell       instances
nor3_1            30
nand3_1           61
dfxtp_1          171
ha_1              22
buf_4             18
nand2_1           53
a211oi_1          17
nand2b_1          37
clkbuf_16         17
a21oi_1           36
o31ai_1           17
nand4_1           50
xnor2_1           43
or3_1             21
o21ai_0           33
mux2i_1           69
xor2_1            32
nor2b_1           29
nor2_1           134
nor4_1            26
inv_1             21
[layer usage]
metal	up-vias	GRT usage, %	routed length, um
li1	3975	-	-
met1	3666	22.02	11030
met2	198	21.50	9604
met3	19	2.676	1212
met4	0	1.744	320
met5	-	0	0
[power by group]
part           total, mW  internal [mW]  switching [mW]
logic              0.198         0.0678           0.130
registers          0.892          0.891        0.000937
clock network      0.848          0.470           0.378
total               1.94           1.43           0.508
[worst max-delay path, stage by stage (launching register included)]
cell and delay (ps):
dfxtp_2 320, inv_1 190, ha_1 310, or3b_1 600
nor2_4 340, a2111oi_0 200, or4_4 610, o31ai_1 350
nand3_1 580, nor4_1 660, mux2i_1 240
[worst paths after layout]
path | from | endpoint | slack [ps] | cells past startpoint
max | patch_extractor_inst.col_count[0] | patch_extractor_inst.linebuf2[24] | 3240 | 10
min | patch_extractor_inst.linebuf1[9] | patch_extractor_inst.linebuf1[9] | 470 | 2
max reg2reg | patch_extractor_inst.col_count[0] | patch_extractor_inst.linebuf2[24] | 3240 | 10
min reg2reg | patch_extractor_inst.linebuf1[9] | patch_extractor_inst.linebuf1[9] | 470 | 2
[layout make-up]
type	count	area, um^2	area share (%)
clock buffers	19	452.9	4.272
well taps	396	495.5	4.674
multi-input cells	837	5699	53.76
repair buffers	34	295.3	2.785
clock inverters	13	131.4	1.239
inverters	22	82.58	0.7789
flip-flops and latches	172	3445	32.49
Power is estimated from default activity; no workload was simulated.
